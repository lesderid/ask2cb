==> /design/flow/design.v <==
module serial_1(clk,rst,rxd,txd,en,seg_data,key_input);
input clk,rst;
input rxd; 
input key_input; 
output[7:0] en;
output[7:0] seg_data;
reg[7:0] seg_data;
output txd; 
reg[15:0] div_reg; 
reg[2:0]  div8_tras_reg; 
reg[2:0]  div8_rec_reg; 
reg[3:0] state_tras; 
reg[3:0] state_rec; 
reg clkbaud_tras; 
reg clkbaud_rec; 
reg clkbaud8x; 
reg recstart; 
reg recstart_tmp;
reg trasstart; 
reg rxd_reg1; 
reg rxd_reg2; 
reg txd_reg; 
reg[7:0] rxd_buf; 
reg[7:0] txd_buf; 
reg[2:0] send_state; 
reg[19:0] cnt_delay; 
reg start_delaycnt; 
reg key_entry1,key_entry2; 
parameter div_par=16'h145; 
assign txd=txd_reg;
assign en=0; 
always@(posedge clk )
begin
	if(!rst) begin 
		cnt_delay<=0;
		start_delaycnt<=0;
	 end
	else if(start_delaycnt) begin
		if(cnt_delay!=20'd800000) begin
			cnt_delay<=cnt_delay+1;
		 end
		else begin
			cnt_delay<=0;
			start_delaycnt<=0;
		 end
	 end
	else begin
		if(!key_input&&cnt_delay==0)
				start_delaycnt<=1;
	 end
end
always@(posedge clk)
begin
	if(!rst) 
		key_entry1<=0;
	else begin
		if(key_entry2)
			key_entry1<=0;
		else if(cnt_delay==20'd800000) begin
			if(!key_input)
				key_entry1<=1;
		 end
	 end
end
always@(posedge clk )
begin
	if(!rst)
		div_reg<=0;
	else begin
		if(div_reg==div_par-1)
			div_reg<=0;
		else
			div_reg<=div_reg+1;
	 end
end
always@(posedge clk) 
begin
	if(!rst)
		clkbaud8x<=0;
	else if(div_reg==div_par-1)
		clkbaud8x<=~clkbaud8x;
end
always@(posedge clkbaud8x or negedge rst)
begin
	if(!rst)
		div8_rec_reg<=0;
	else if(recstart) 
		div8_rec_reg<=div8_rec_reg+1; 
end
always@(posedge clkbaud8x or negedge rst)
begin
	if(!rst)
		div8_tras_reg<=0;
	else if(trasstart)
		div8_tras_reg<=div8_tras_reg+1; 
end
always@(div8_rec_reg)
begin
	if(div8_rec_reg==7)
		clkbaud_rec=1; 
	else
		clkbaud_rec=0;
end
always@(div8_tras_reg)
begin
	if(div8_tras_reg==7)
		clkbaud_tras=1; 
	else
		clkbaud_tras=0;
end
always@(posedge clkbaud8x or negedge rst)
begin
	if(!rst) begin
		txd_reg<=1;
		trasstart<=0;
		txd_buf<=0;
		state_tras<=0;
		send_state<=0;
		key_entry2<=0;
	 end
	else begin
		if(!key_entry2) begin
			if(key_entry1) begin
				key_entry2<=1;
				txd_buf<=8'd119;  
			 end
		 end
		else  begin
			case(state_tras)
				4'b0000: begin   
					if(!trasstart&&send_state<7) 
						trasstart<=1;
					else if(send_state<7) begin
						if(clkbaud_tras) begin
							txd_reg<=0;
							state_tras<=state_tras+1;
						 end
					 end
					else begin
						key_entry2<=0;
						state_tras<=0;
					 end					
				end		
				4'b0001: begin  
					if(clkbaud_tras) begin
						txd_reg<=txd_buf[0];
						txd_buf[6:0]<=txd_buf[7:1];
						state_tras<=state_tras+1;
					 end
				 end
				4'b0010: begin  
					if(clkbaud_tras) begin
						txd_reg<=txd_buf[0];
						txd_buf[6:0]<=txd_buf[7:1];
						state_tras<=state_tras+1;
					 end
				 end
				 4'b0011: begin  
				 	if(clkbaud_tras) begin
						txd_reg<=txd_buf[0];
						txd_buf[6:0]<=txd_buf[7:1];
						state_tras<=state_tras+1;
					 end
				 end
				4'b0100: begin  
					if(clkbaud_tras) begin
						txd_reg<=txd_buf[0];
						txd_buf[6:0]<=txd_buf[7:1];
						state_tras<=state_tras+1;
					 end
				 end
				4'b0101: begin  
					if(clkbaud_tras) begin
						txd_reg<=txd_buf[0];
						txd_buf[6:0]<=txd_buf[7:1];
						state_tras<=state_tras+1;
					 end
				 end
				4'b0110: begin  
					if(clkbaud_tras) begin
						txd_reg<=txd_buf[0];
						txd_buf[6:0]<=txd_buf[7:1];
						state_tras<=state_tras+1;
					 end
				 end
				4'b0111: begin  
					if(clkbaud_tras) begin
						txd_reg<=txd_buf[0];
						txd_buf[6:0]<=txd_buf[7:1];
						state_tras<=state_tras+1;
					 end
				 end
				4'b1000: begin  
					if(clkbaud_tras) begin
						txd_reg<=txd_buf[0];
						txd_buf[6:0]<=txd_buf[7:1];
						state_tras<=state_tras+1;
					 end
				 end
				4'b1001: begin  
					if(clkbaud_tras) begin
						txd_reg<=1;
						txd_buf<=8'h55;
						state_tras<=state_tras+1;
					 end
				 end
				4'b1111:begin 
					if(clkbaud_tras) begin
						state_tras<=state_tras+1;
						send_state<=send_state+1;
						trasstart<=0;
						case(send_state)
							3'b000:
								txd_buf<=8'd101; 
							3'b001:
								txd_buf<=8'd108; 
							3'b010:
								txd_buf<=8'd99; 
							3'b011:
								txd_buf<=8'd111; 
							3'b100:
								txd_buf<=8'd109; 
							3'b101:
								txd_buf<=8'd101; 
							default:
								txd_buf<=0;
						 endcase
					 end
				 end
				default: begin
					if(clkbaud_tras) begin
						state_tras<=state_tras+1;
						trasstart<=1;
					 end
				 end
			 endcase
		 end
	 end
end
always@(posedge clkbaud8x or negedge rst) 
begin
	if(!rst) begin
		rxd_reg1<=0;
		rxd_reg2<=0;
		rxd_buf<=0;
		state_rec<=0;
		recstart<=0;
		recstart_tmp<=0;
	 end
	else  begin
		 rxd_reg1<=rxd;
		 rxd_reg2<=rxd_reg1;
		 if(state_rec==0) begin
			 if(recstart_tmp==1) begin
		 		recstart<=1;
		 		recstart_tmp<=0;
				state_rec<=state_rec+1;
		  	  end
		 	 else if(!rxd_reg1&&rxd_reg2)  
				recstart_tmp<=1;
		   end
		 else if(state_rec>=1&&state_rec<=8) begin
		 	 if(clkbaud_rec) begin
			 	rxd_buf[7]<=rxd_reg2;
				rxd_buf[6:0]<=rxd_buf[7:1];
				state_rec<=state_rec+1;
			  end
		  end
		 else if(state_rec==9) begin
		 	if(clkbaud_rec) begin
		 		state_rec<=0;
				recstart<=0;
			 end
		  end
	  end
end
always@(rxd_buf)  
begin
      case (rxd_buf)
		8'h30:
			seg_data=8'b11000000;
		8'h31:
			seg_data=8'b11111001;
		8'h32:
			seg_data=8'b10100100;
		8'h33:
			seg_data=8'b10110000;
		8'h34:
			seg_data=8'b10011001;
		8'h35:
			seg_data=8'b10010010;
		8'h36:
			seg_data=8'b10000010;
		8'h37:
			seg_data=8'b11111000;
		8'h38:
			seg_data=8'b10000000;
		8'h39:
			seg_data=8'b10010000;
		8'h41:
			seg_data=8'b00010001;
		8'h42:
			seg_data=8'b11000001;
		8'h43:
			seg_data=8'b0110_0011;
		8'h44:
			seg_data=8'b1000_0101;
		8'h45:
			seg_data=8'b0110_0001;
		8'h46:
			seg_data=8'b0111_0001;
		default:
			seg_data=8'b1111_1111;
	 endcase
end	
endmodule
==> /design/flow/run.sh <==
#!/bin/bash
# OpenROAD 26Q1-2900-gdf79404cd8, Yosys 0.63+post, stock flow scripts
make -C /OpenROAD-flow-scripts/flow DESIGN_CONFIG=/design/flow/config.mk WORK_HOME=/design/flow/orfs finish
==> /design/flow/config.mk <==
export PLATFORM = sky130hd
export DESIGN_NAME = serial_1
export DESIGN_NICKNAME = serial_1
export VERILOG_FILES = /design/flow/design.v
export SDC_FILE = /design/flow/constraint.sdc
export NUM_CORES = 4
export LEC_CHECK = 1
export CORE_UTILIZATION = 30
==> /design/flow/constraint.sdc <==
current_design serial_1

set clk_period 3.0
set clk_io_pct 0.2

create_clock -name clk0 -period $clk_period [get_ports {clk}]

set non_clock_inputs [all_inputs -no_clocks]
set_input_delay [expr $clk_period * $clk_io_pct] -clock clk0 $non_clock_inputs
set_output_delay [expr $clk_period * $clk_io_pct] -clock clk0 [all_outputs]
==> impl_metrics.py <==
# Metrics from the implementation run
metrics = {
    "synth": {
        "synth-edff-count": 0,
        "yosysChipArea_sq_um": 4360,
        "syn_area_sq_um": 4360,
        "synthAdderAreaFrac_pct": 6.02,
        "ff_type": "dfxtp_1",
        "yosysTopAreaCell": "dfrtp_1",
        "syn_inst": 469,
        "muxShareOfSynthArea_pct": 6.65,
        "synthDistinctLibCells": 66,
        "ys_sh_aoi_pct": 11.8,
        "topCellsByArea": "dfrtp_1, dfxtp_1, mux2_2",
        "top_area_share_pct": 21.8,
        "synth_xor_xnor_area_share_pct": 6.83,
        "ys_ff": 78,
        "avgSynthCellArea_sq_um": 9.30,
        "postSynthSeqShare_pct": 40.3,
        "ys_top_logic_family": "simple AND/OR/NAND/NOR gates",
        "ys_cells": 469,
        "async_flop_share_pct": 50.0,
        "ys_warn_count": 1,
        "ys_sh_simple_pct": 23.1,
    },
    "place": {
        "gp_congestion": 0.877,
        "place_hpwl_mm": 5.33,
        "dpl.cell_count": 645,
        "dpl_cell_area_sq_um": 4610,
        "portBuffers": 12,
    },
    "worst_setup_path": {
        "criticalPathCategory": "reg -> reg",
        "endpoint_kind": "flip-flop",
        "critPathLaunchType": "flip-flop",
        "critPathRequiredTime_ns": 3.20,
        "cp_data_arrival_time_ns": 2.13,
        "cp_max_fo": 9,
        "rr_worst_depth": 4,
    },
    "clock_tree": {
        "clk_pin_slew_worst_paths_ns": 0.05,
        "cts_resized": 0,
        "postCtsSetupRepairBufs": 0,
        "htreeDepth": 2,
        "cts_buffer_depth": 2,
        "cts_root_buffer": "clkbuf_16",
        "clock_latency_ns": 0.27,
        "cts_tree": "done",
        "cts_hold_buf": 0,
        "cts_made_buffers": 5,
    },
    "sta": {
        "fmax_mhz": 519,
        "skew_ns": 0.00336,
        "unconstrained_endpoints": 48,
        "setup_tns_ns": 0,
        "maxSlewViolCount": 0,
        "tightest_slew_ns": 0.581,
        "finalSetupViolations": 0,
        "holdWs_ns": 0.502,
        "hold_viol_final": 0,
        "rsz0062_at_grt": "no",
        "unclocked_pins": 39,
        "period_used_pct": 64.3,
        "max-slew-margin-rel_pct": 61.3,
        "period_needed_ns": 1.93,
    },
    "cells_and_area": {
        "num-fill-cells": 1369,
        "final_common_cell": "nor2_1",
        "instances_no_fill": 653,
        "largest_register_ffs": 20,
        "syn_to_final_growth_pct": 10.0,
        "lay_top_cells": "nor2_1, dfxtp_1, dfrtp_1",
        "design_area_sq_um": 4800,
        "drive_gt1_share_pct": 9.94,
    },
    "status": {
        "status": "completed",
    },
    "routing": {
        "wl_per_cell_microns": 11.4,
        "drt-vias-per-instance": 4.91,
        "vias": 3207,
        "drt_wl_total_mm": 7.47,
        "postRouteAntennaNets": 0,
        "insertedDiodeCount": 0,
        "drc": 0,
        "drt-initial-drc-count": 179,
        "dr.pass1.iters": 4,
    },
    "global_route": {
        "grt_pass1_vias": 2916,
        "grt_max_degree": 40,
        "antenna_found_initial": 0,
        "overflow": 0,
        "grt_util_all_layers_pct": 10.9,
        "grt_pass1_wl_mm": 13.5,
    },
    "pwr": {
        "ir_worst_vdd_v": 0.000425,
        "leakagePower_nw": 1.85,
        "powerDensity_nw_per_um2": 265,
    },
    "hold_path": {
        "holdPathStages": 1,
        "hold_path.class": "reg -> reg",
    },
    "die": {
        "core_area_sq_um": 14000,
        "die_x_microns": 123,
        "rows": 43,
        "fp.dieH_microns": 123,
        "ios": 21,
        "die_area_sq_um": 15000,
        "fp-utilization_pct": 31.1,
    },
    "run": {
        "maxCapViolations": 0,
        "log.warning_count": 36,
    },
}
## synthesized netlist by cell type (5+ instances only)
master,number
o21a_1,5
nor3b_1,5
xor2_1,16
nor3_1,13
and3_1,7
dfxtp_1,39
nor2_1,54
xnor2_1,18
ha_1,21
dfrtp_1,38
nor4_1,9
nand2_1,27
o21ai_0,18
mux2_2,24
nand2b_1,5
a21oi_1,11
inv_1,24
buf_4,9
or3_1,5
nand3_1,16
nand4_1,14
a31oi_1,5
clkbuf_1,13
## stage by stage
| step | utilization (%) | worst slack, ns | power (mW) |
|---|---|---|---|
| 2_1_floorplan | - | 1.31 | 0.600 |
| 3_3_place_gp | 32.8 | 1.16 | 0.614 |
| 3_5_place_dp | 32.8 | 1.11 | 0.617 |
| 4_1_cts | 34.2 | 1.10 | 1.29 |
| 5_1_grt | 34.2 | 0.974 | 1.32 |
| 6_report | 34.2 | 1.07 | 1.27 |
## worst max-delay path, cell delays in order (launching register included)
cell	delay [ns]
dfxtp_1	0.54
nand4_4	0.21
or4_4	0.61
or3_1	0.36
a21oi_1	0.14
## area by class of cell
| cell class | instances | area [sq um] | share of cell area (%) |
|---|---|---|---|
| sequential | 78 | 1760 | 36.6 |
| inverter | 24 | 90.1 | 1.88 |
| clock buffer | 6 | 129 | 2.69 |
| multi-input combinational | 348 | 2400 | 50.0 |
| timing repair buffer | 15 | 138 | 2.87 |
| clock inverter | 2 | 60.1 | 1.25 |
| tap | 180 | 225 | 4.69 |
## per-layer routing
layer,up-vias,GRT usage (%),wire length [microns]
met1,1501,18.0,4120
met5,-,0,0
met3,7,0.854,137
li1,1661,-,-
met2,38,16.3,3140
met4,0,0.915,72
## cells by family (layout without fill, tap and decap cells)
| family | Yosys count | count (layout) |
|---|---|---|
| AND/OR/NAND/NOR | 184 | 184 |
| flip-flops | 78 | 78 |
| AND-OR/OR-AND | 75 | 75 |
| buffers and inverters | 50 | 47 |
| XOR/XNOR | 34 | 34 |
| multiplexers | 26 | 26 |
| adder cells (fa/ha/maj) | 21 | 21 |
| other | 1 | 8 |
## power by group
group	leakage [nW]	total [mW]	internal, mW	switching (mW)
Combinational	0.933	0.0631	0.0243	0.0388
Sequential	0.823	0.543	0.527	0.0162
Clock	0.0911	0.666	0.476	0.190
Total	1.85	1.27	1.03	0.245
## final timing paths
| path | startpoint | slack, ns | to |
|---|---|---|---|
| setup / recovery | start_delaycnt | 1.07 | cnt_delay[19] |
| hold / removal | div_reg[0] | 0.50 | div_reg[0] |
| setup reg to reg | start_delaycnt | 1.07 | cnt_delay[19] |
| hold reg to reg | div_reg[0] | 0.50 | div_reg[0] |
Power and IR drop assume default switching activity.
