[flow/run.sh]
#!/bin/bash
# OpenROAD 26Q1-2900-gdf79404cd8, Yosys 0.63+post, stock flow scripts
make -C /OpenROAD-flow-scripts/flow DESIGN_CONFIG=/design/flow/config.mk WORK_HOME=/design/flow/orfs finish
[flow/config.mk]
export PLATFORM = sky130hd
export DESIGN_NAME = RS232_Controller
export DESIGN_NICKNAME = RS232_Controller
export VERILOG_FILES = /design/flow/design.v
export SDC_FILE = /design/flow/constraint.sdc
export NUM_CORES = 4
export LEC_CHECK = 1
export CORE_UTILIZATION = 40
[flow/constraint.sdc]
current_design RS232_Controller

set clk_period 2.3
set clk_io_pct 0.2

create_clock -name clk0 -period $clk_period [get_ports {iCLK}]

set non_clock_inputs [all_inputs -no_clocks]
set_input_delay [expr $clk_period * $clk_io_pct] -clock clk0 $non_clock_inputs
set_output_delay [expr $clk_period * $clk_io_pct] -clock clk0 [all_outputs]
[flow/design.v]
module RS232_Controller(oDATA,iDATA,oTxD,oTxD_Busy,iTxD_Start,
						iRxD,oRxD_Ready,iCLK);
input [7:0] iDATA;
input iTxD_Start,iRxD,iCLK;
output [7:0] oDATA;
output oTxD,oTxD_Busy,oRxD_Ready;
async_receiver		u0	(	.clk(iCLK), .RxD(iRxD),
							.RxD_data_ready(oRxD_Ready),
						 	.RxD_data(oDATA));
async_transmitter	u1	(	.clk(iCLK), .TxD_start(iTxD_Start),
							.TxD_data(iDATA), .TxD(oTxD),
							.TxD_busy(oTxD_Busy));
endmodule
module async_receiver(clk, RxD, RxD_data_ready, RxD_data, RxD_endofpacket, RxD_idle);
input clk, RxD;
output RxD_data_ready;   
output [7:0] RxD_data;
parameter ClkFrequency = 50000000;  
parameter Baud = 115200;
output RxD_endofpacket;   
output RxD_idle;   
parameter Baud8 = Baud*8;
parameter Baud8GeneratorAccWidth = 16;
parameter Baud8GeneratorInc = ((Baud8<<(Baud8GeneratorAccWidth-7))+(ClkFrequency>>8))/(ClkFrequency>>7);
reg [Baud8GeneratorAccWidth:0] Baud8GeneratorAcc;
always @(posedge clk) Baud8GeneratorAcc <= Baud8GeneratorAcc[Baud8GeneratorAccWidth-1:0] + Baud8GeneratorInc;
wire Baud8Tick = Baud8GeneratorAcc[Baud8GeneratorAccWidth];
reg [1:0] RxD_sync_inv;
always @(posedge clk) if(Baud8Tick) RxD_sync_inv <= {RxD_sync_inv[0], ~RxD};
reg [1:0] RxD_cnt_inv;
reg RxD_bit_inv;
always @(posedge clk)
if(Baud8Tick)
begin
  if( RxD_sync_inv[1] && RxD_cnt_inv!=2'b11) RxD_cnt_inv <= RxD_cnt_inv + 1;
  else 
  if(~RxD_sync_inv[1] && RxD_cnt_inv!=2'b00) RxD_cnt_inv <= RxD_cnt_inv - 1;
  if(RxD_cnt_inv==2'b00) RxD_bit_inv <= 0;
  else
  if(RxD_cnt_inv==2'b11) RxD_bit_inv <= 1;
end
reg [3:0] state;
reg [3:0] bit_spacing;
wire next_bit = (bit_spacing==10);
always @(posedge clk)
if(state==0)
  bit_spacing <= 0;
else
if(Baud8Tick)
  bit_spacing <= {bit_spacing[2:0] + 1} | {bit_spacing[3], 3'b000};
always @(posedge clk)
if(Baud8Tick)
case(state)
  4'b0000: if(RxD_bit_inv) state <= 4'b1000;   
  4'b1000: if(next_bit) state <= 4'b1001;   
  4'b1001: if(next_bit) state <= 4'b1010;   
  4'b1010: if(next_bit) state <= 4'b1011;   
  4'b1011: if(next_bit) state <= 4'b1100;   
  4'b1100: if(next_bit) state <= 4'b1101;   
  4'b1101: if(next_bit) state <= 4'b1110;   
  4'b1110: if(next_bit) state <= 4'b1111;   
  4'b1111: if(next_bit) state <= 4'b0001;   
  4'b0001: if(next_bit) state <= 4'b0000;   
  default: state <= 4'b0000;
endcase
reg [7:0] RxD_data;
always @(posedge clk)
if(Baud8Tick && next_bit && state[3]) RxD_data <= {~RxD_bit_inv, RxD_data[7:1]};
reg RxD_data_ready, RxD_data_error;
always @(posedge clk)
begin
  RxD_data_ready <= (Baud8Tick && next_bit && state==4'b0001 && ~RxD_bit_inv);   
  RxD_data_error <= (Baud8Tick && next_bit && state==4'b0001 &&  RxD_bit_inv);   
end
reg [4:0] gap_count;
always @(posedge clk) if (state!=0) gap_count<=0; else if(Baud8Tick & ~gap_count[4]) gap_count <= gap_count + 1;
assign RxD_idle = gap_count[4];
reg RxD_endofpacket; always @(posedge clk) RxD_endofpacket <= Baud8Tick & (gap_count==15);
endmodule
module async_transmitter(clk, TxD_start, TxD_data, TxD, TxD_busy);
input clk, TxD_start;
input [7:0] TxD_data;
output TxD, TxD_busy;
parameter ClkFrequency = 50000000;  
parameter Baud = 115200;
parameter BaudGeneratorAccWidth = 16;
parameter BaudGeneratorInc = ((Baud<<(BaudGeneratorAccWidth-4))+(ClkFrequency>>5))/(ClkFrequency>>4);
reg [BaudGeneratorAccWidth:0] BaudGeneratorAcc;
wire BaudTick = BaudGeneratorAcc[BaudGeneratorAccWidth];
wire TxD_busy;
always @(posedge clk) if(TxD_busy) BaudGeneratorAcc <= BaudGeneratorAcc[BaudGeneratorAccWidth-1:0] + BaudGeneratorInc;
reg [3:0] state;
assign TxD_busy = (state!=0);
always @(posedge clk)
case(state)
  4'b0000: if(TxD_start) state <= 4'b0100;
  4'b0100: if(BaudTick) state <= 4'b1000;   
  4'b1000: if(BaudTick) state <= 4'b1001;   
  4'b1001: if(BaudTick) state <= 4'b1010;   
  4'b1010: if(BaudTick) state <= 4'b1011;   
  4'b1011: if(BaudTick) state <= 4'b1100;   
  4'b1100: if(BaudTick) state <= 4'b1101;   
  4'b1101: if(BaudTick) state <= 4'b1110;   
  4'b1110: if(BaudTick) state <= 4'b1111;   
  4'b1111: if(BaudTick) state <= 4'b0001;   
  4'b0001: if(BaudTick) state <= 4'b0010;   
  4'b0010: if(BaudTick) state <= 4'b0000;   
  default: if(BaudTick) state <= 4'b0000;
endcase
reg muxbit;
always @(state[2:0] or TxD_data)
case(state[2:0])
  0: muxbit <= TxD_data[0];
  1: muxbit <= TxD_data[1];
  2: muxbit <= TxD_data[2];
  3: muxbit <= TxD_data[3];
  4: muxbit <= TxD_data[4];
  5: muxbit <= TxD_data[5];
  6: muxbit <= TxD_data[6];
  7: muxbit <= TxD_data[7];
endcase
reg TxD;
always @(posedge clk) TxD <= (state<4) | (state[3] & muxbit);   
endmodule
==> results.cfg <==
; synthesis and place-and-route metrics
[power_and_ir_drop]
powerDensity_mw_per_mm2 = 905
switching_share_pct = 25.9
p_seq_share_pct = 54.2
worst_ir_drop_vdd_mv = 0.543
cell_internal_pwr_uw = 2040
power_frac_comb_pct = 14.7
p_leak_uw = 0.00113
power_frac_clock_pct = 31.1
power.switching_uw = 713

[setup_path]
crit_path_cell_trace = nor3_2 -> nand2b_1 -> clkdlybuf4s50_1
critPathRequiredTime_ns = 1.84
slack_of_the_worst_reg_to_reg_path_ns = 0.57
criticalPathCategory = reg -> out
r2r-end = u1.state[0]$_DFFE_PP_
startpoint_type = flop
crit_slowest_cell = sky130_fd_sc_hd__edfxtp_1
critical_path_peak_fanout = 8
worstSetupStartpoint = u1.state[1]$_DFFE_PP_
critical_path_endpoint_category = output pin
timing.critical_path.slowest_cell_delay_ns = 0.50
r2r.worst_path.cells = 4
worst_ep_arrival_time_ns = 1.60
r2r-start = u1.state[1]$_DFFE_PP_

[cts]
cts_inserted_buffers = 9
cts_num_sinks = 58
cts-hold-fix-buffers = 0
max-clock-path-buffers = 2
post_cts.resized_instances = 0
h-tree-depth = 3
clk_transition_reported_paths_ns = 0.06
number_of_post_cts_setup_repair_buffers = 0
tritoncts_clock_tree = done
clk-insertion-delay-late_ns = 0.33
clockRootBuffer = sky130_fd_sc_hd__clkbuf_8

[timing]
setup_ws_ns = 0.237
min_period_ns = 2.06
maxSlewViolCount = 0
rsz0062_at_grt = false
finalClockSkew_ns = 0.00430
finalCritPeriodShare_pct = 89.7
final_number_of_hold_violating_endpoints = 0
final.setup.tns_ns = 0
actual_slew_at_the_worst_max_slew_pin_ns = 0.512
maxClockFrequency_ghz = 0.485
finalSetupViolCount = 0
timing.max_slew.rel_slack_pct = 65.6

[route]
remaining_antenna_violation_count = 0
detail_route.wl_per_cell_um = 11.6
first_pass_iters = 4
routed-via-count = 1536
insertedDiodeCount = 0
routed_via_density = 4.76
drt_wl_total_mm = 3.74
drcViolationCount = 0
drt_iter0_drc = 50

[cells_and_area]
instances_no_fill = 323
drive_gt1_share_pct = 8.87
area.growth.synth_to_final_pct = 17.9
area_of_all_placed_cells_without_fillers_mm2 = 0.00305

[placed_design]
placement_setup_slack_ns = 0.567
hpwl_mm = 2.58
place.port_buffers = 21
place.detailed.instances = 307
dpl_cell_area_mm2 = 0.00287
place_congestion = 0.762

[yosys]
yosys_cells = 216
post_synth_instance_area_mm2 = 0.00258
syn_inst = 216
edf_count = 38
synthFlopType = sky130_fd_sc_hd__edfxtp_1
synth.top_cells.by_count = 38 x sky130_fd_sc_hd__edfxtp_1, 22 x sky130_fd_sc_hd__nand2_1, 20 x sky130_fd_sc_hd__dfxtp_1, 19 x sky130_fd_sc_hd__xnor2_1, 16 x sky130_fd_sc_hd__nor2_1
ys_top_cells_by_area = sky130_fd_sc_hd__edfxtp_1 44%, sky130_fd_sc_hd__dfxtp_1 16%, sky130_fd_sc_hd__xnor2_1 6.4%
netlist-cell-type-count = 42
postSynthRegisterBits = 58
number_of_synthesis_warnings = 2
synth.avg_cell_area_um2 = 12.0
post_synth_top_area_cell = sky130_fd_sc_hd__edfxtp_1
synth_chip_area_mm2 = 0.00258
post-synth-top-area-fraction_pct = 44.2
netlist.top_cell.by_instances = sky130_fd_sc_hd__edfxtp_1
synthArstFlopShare_pct = 0
seq_area_frac_synth_pct = 59.7

[global_routing]
antenna_found_initial = 0
grt_pass1_wl_mm = 6.42
overflow_left_after_global_routing = 0
grt_use_total_pct = 13.0
largest_net_degree_at_the_start_of_global_routing = 19
vias_in_the_first_global_route = 1460

[die]
std_cell_rows = 28
fp_util_pct = 42.6
die_height_um = 82.4
die-area_mm2 = 0.00678
placeableCoreArea_mm2 = 0.00606
num_io_pins = 22
die_width_um = 82.4

[flow_run]
openroad.warnings = 27
timing.max_cap.violations = 0

[min_path]
min-delay-start = u0.Baud8GeneratorAcc[3]$_DFF_P_
hold_path_class = reg -> reg
hold_depth = 1
holdPathEnd = u0.Baud8GeneratorAcc[3]$_DFF_P_

[outcome]
outcome = finished, final reports clean
==> final cells by class <==
type	instances	area (um2)
fill	537	3020
multi-input combinational	138	962
tap	75	93.8
timing repair buffer	22	218
sequential	58	1540
clock buffer	12	135
inverter	14	52.6
clock inverter	4	42.5
==> power groups by stage <==
stage	registers (uW)	logic (uW)	clock network, uW
final	1490	405	856
after CTS	1490	410	892
after global routing	1520	465	936
==> logic make-up after synthesis <==
group | synth area share (%)
and+or+nand+nor | 14.4
buffers and inverters | 3.05
adders and majority gates | 2.91
DFF | 59.7
muxes | 2.18
xor gates and xnor gates | 10.5
AOI/OAI and AO/OA | 7.22
==> critical path, delay by kind of cell, from the launching register on <==
kind	cells	cell delay (ns)
flip-flops	1	0.50
buffers and inverters	1	0.43
AND/OR/NAND/NOR	2	0.34
==> per-stage QoR <==
| stage | total power [uW] | utilization (%) | hold slack, ns |
|---|---|---|---|
| 3_5_place_dp | 1920 | 47.3 | 0.403 |
| 3_3_place_gp | 1920 | 47.3 | 0.400 |
| 4_1_cts | 2800 | 50.2 | 0.417 |
| 5_1_grt | 2920 | 50.2 | 0.427 |
| 2_1_floorplan | 1810 | - | 0.383 |
| 6_report | 2760 | 50.2 | 0.419 |
==> per-layer routing <==
metal	global-route usage [%]	vias up	share of wire [%]
met2	19.0	33	42
met4	1.93	0	1.4
met5	0	-	0
li1	-	814	-
met3	5.35	5	5.7
met1	19.2	684	51
==> placed cells by master, fill, tap and decap left out, drive strengths merged, types with 9 or more instances in the layout <==
cell / instances
edfxtp: 38
nand2: 22
clkdlybuf4s50: 21
dfxtp: 20
xnor2: 19
nor2: 16
inv: 14
xor2: 12
clkbuf: 12
a21oi: 9
==> sequential cells by signal (all words and copies together) (netlist names) <==
signal                flops
u0.bit_spacing            4
u1.state                  4
u1.BaudGeneratorAcc      17
u0.RxD_cnt_inv            2
u0.Baud8GeneratorAcc     14
u0.RxD_bit_inv            1
u0.RxD_data               8
u0.RxD_data_ready         1
u1.TxD                    1
u0.RxD_sync_inv           2
u0.state                  4
==> worst max path at each step <==
stage	end	depth (start not counted)
4_1_cts	oTxD_Busy	3
5_1_grt	oTxD_Busy	3
6_report	oTxD_Busy	3
No activity file was given, so power comes from the tool's default toggle rates.
