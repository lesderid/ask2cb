===== flow/config.mk =====
export PLATFORM = sky130hd
export DESIGN_NAME = lcd_spi_cotroller
export DESIGN_NICKNAME = lcd_spi_cotroller
export VERILOG_FILES = /design/flow/design.v
export SDC_FILE = /design/flow/constraint.sdc
export NUM_CORES = 4
export LEC_CHECK = 1
export CORE_UTILIZATION = 40

===== flow/constraint.sdc =====
current_design lcd_spi_cotroller

set clk_period 2.3
set clk_io_pct 0.2

create_clock -name clk0 -period $clk_period [get_ports {iCLK}]

set non_clock_inputs [all_inputs -no_clocks]
set_input_delay [expr $clk_period * $clk_io_pct] -clock clk0 $non_clock_inputs
set_output_delay [expr $clk_period * $clk_io_pct] -clock clk0 [all_outputs]

===== flow/design.v =====
module lcd_spi_cotroller ( 
						iCLK,
						iRST_n,
						o3WIRE_SCLK,
						io3WIRE_SDAT,
						o3WIRE_SCEN,
						o3WIRE_BUSY_n
						);
parameter	LUT_SIZE	=	20;  
output 		o3WIRE_BUSY_n;
input		iCLK;
input		iRST_n;
output		o3WIRE_SCLK;
inout		io3WIRE_SDAT;
output		o3WIRE_SCEN;
reg			m3wire_str;
wire		m3wire_rdy;
wire		m3wire_ack;
wire		m3wire_clk;
reg	[15:0]	m3wire_data;
reg	[15:0]	lut_data;
reg	[5:0]	lut_index;
reg	[3:0]	msetup_st;
reg  		o3WIRE_BUSY_n;
wire		v_reverse;  
wire		h_reverse;  
wire [9:0]	g0;    
wire [9:0]	g1; 
wire [9:0]	g2;
wire [9:0]	g3;
wire [9:0]	g4;
wire [9:0]	g5;
wire [9:0]	g6;
wire [9:0]	g7;
wire [9:0]	g8;
wire [9:0]	g9;
wire [9:0]	g10;
wire [9:0]	g11;
assign	h_reverse = 1'b1;
assign	v_reverse = 1'b0;
three_wire_controller	u0	(	 
						.iCLK(iCLK),
						.iRST(iRST_n),
						.iDATA(m3wire_data),
						.iSTR(m3wire_str),
						.oACK(m3wire_ack),
						.oRDY(m3wire_rdy),
						.oCLK(m3wire_clk),
						.oSCEN(o3WIRE_SCEN),
						.SDA(io3WIRE_SDAT),
						.oSCLK(o3WIRE_SCLK)
					);
always@(posedge m3wire_clk or negedge iRST_n)
begin
	if(!iRST_n)
	begin
		lut_index	<=	0;
		msetup_st	<=	0;
		m3wire_str	<=	0;
	    o3WIRE_BUSY_n  <=  0;
	end
	else
	begin
		if(lut_index<LUT_SIZE)
		begin
		o3WIRE_BUSY_n  <=  0;
			case(msetup_st)
			0:	begin
					msetup_st	<=	1;
				end
			1:	begin
					msetup_st	<=	2;
				end
			2:	begin
					m3wire_data	<=	lut_data;
					m3wire_str	<=	1;
					msetup_st	<=	3;
				end
			3:	begin
					if(m3wire_rdy)
					begin
						if(m3wire_ack)
						msetup_st	<=	4;
						else
						msetup_st	<=	0;							
						m3wire_str	<=	0;
					end
				end
			4:	begin
					lut_index	<=	lut_index+1;
					msetup_st	<=	0;
				end
			endcase
		end
		else 		o3WIRE_BUSY_n  <=  1;
	end
end
assign	g0 =106;
assign	g1 =200; 
assign	g2 =289; 
assign	g3 =375; 
assign	g4 =460; 
assign	g5 =543; 
assign	g6 =625; 
assign	g7 =705; 
assign	g8 =785; 
assign	g9 =864; 
assign	g10 = 942; 
assign	g11 = 1020;
always
begin
	case(lut_index)
	0		:	lut_data	<=	{6'h11,2'b01,g0[9:8],g1[9:8],g2[9:8],g3[9:8]};
	1		:	lut_data	<=	{6'h12,2'b01,g4[9:8],g5[9:8],g6[9:8],g7[9:8]};
	2		:	lut_data	<=	{6'h13,2'b01,g8[9:8],g9[9:8],g10[9:8],g11[9:8]};
	3		:	lut_data	<=	{6'h14,2'b01,g0[7:0]};
	4		:	lut_data	<=	{6'h15,2'b01,g1[7:0]};
	5		:	lut_data	<=	{6'h16,2'b01,g2[7:0]};
	6		:	lut_data	<=	{6'h17,2'b01,g3[7:0]};
	7		:	lut_data	<=	{6'h18,2'b01,g4[7:0]};
	8		:	lut_data	<=	{6'h19,2'b01,g5[7:0]};
	9		:	lut_data	<=	{6'h1a,2'b01,g6[7:0]};
	10		:	lut_data	<=	{6'h1b,2'b01,g7[7:0]};
	11		:	lut_data	<=	{6'h1c,2'b01,g8[7:0]};
	12		:	lut_data	<=	{6'h1d,2'b01,g9[7:0]};
	13		:	lut_data	<=	{6'h1e,2'b01,g10[7:0]};
	14		:	lut_data	<=	{6'h1f,2'b01,g11[7:0]};
	15		:	lut_data	<=	{6'h20,2'b01,4'hf,4'h0};
	16		:	lut_data	<=	{6'h21,2'b01,4'hf,4'h0};
    17		:	lut_data	<=	{6'h03, 2'b01, 8'hdf};
	18		:	lut_data	<=	{6'h02, 2'b01, 8'h07};
	19		:	lut_data	<=	{6'h04, 2'b01, 6'b000101,!v_reverse,!h_reverse};
	default	:	lut_data	<=	16'h0000;
	endcase
end
endmodule
module three_wire_controller(	 
						iCLK,
						iRST,
						iDATA,
						iSTR,
						oACK,
						oRDY,
						oCLK,
						oSCEN,
						SDA,
						oSCLK	);
input			iCLK;
input			iRST;
input			iSTR;
input	[15:0]	iDATA;
output			oACK;
output			oRDY;
output			oCLK;
output			oSCEN;
inout			SDA;
output			oSCLK;
reg				mSPI_CLK;
reg		[15:0]	mSPI_CLK_DIV;
reg				mSEN;
reg				mSDATA;
reg				mSCLK;
reg				mACK;
reg		[4:0]	mST;
parameter	CLK_Freq	=	50000000;	 
parameter	SPI_Freq	=	20000;		 
always@(posedge iCLK or negedge iRST)
begin
	if(!iRST)
	begin
		mSPI_CLK	<=	0;
		mSPI_CLK_DIV	<=	0;
	end
	else
	begin
		if( mSPI_CLK_DIV	< (CLK_Freq/SPI_Freq) )
		mSPI_CLK_DIV	<=	mSPI_CLK_DIV+1;
		else
		begin
			mSPI_CLK_DIV	<=	0;
			mSPI_CLK		<=	~mSPI_CLK;
		end
	end
end
always@(negedge mSPI_CLK or negedge iRST)
begin
	if(!iRST)
	begin
		mSEN	<=	1'b1;
		mSCLK	<=	1'b0;
		mSDATA	<=	1'bz;
		mACK	<=	1'b0;
		mST		<=	4'h00;
	end
	else
	begin
		if(iSTR)
		begin
			if(mST<17)
			mST	<=	mST+1'b1;
			if(mST==0)
			begin
				mSEN	<=	1'b0;
				mSCLK	<=	1'b1;
			end
			else if(mST==8)
			mACK	<=	SDA;
			else if(mST==16 && mSCLK)
			begin
				mSEN	<=	1'b1;
				mSCLK	<=	1'b0;	
			end
			if(mST<16)
			mSDATA	<=	iDATA[15-mST];
		end
		else
		begin
			mSEN	<=	1'b1;
			mSCLK	<=	1'b0;
			mSDATA	<=	1'bz;
			mACK	<=	1'b0;
			mST		<=	4'h00;
		end
	end
end
assign	oACK		=	mACK;
assign	oRDY		=	(mST==17)	?	1'b1	:	1'b0;
assign	oSCEN		=	mSEN;
assign	oSCLK		=	mSCLK	&	mSPI_CLK;
assign	SDA	=	(mST==8)	?	1'bz	:
						(mST==17)	?	1'bz	:
										mSDATA	;
assign	oCLK		=	mSPI_CLK;
endmodule

===== flow/run.sh =====
#!/bin/bash
# OpenROAD 26Q1-2900-gdf79404cd8, Yosys 0.63+post, stock flow scripts
make -C /OpenROAD-flow-scripts/flow DESIGN_CONFIG=/design/flow/config.mk WORK_HOME=/design/flow/orfs finish

==> results.yml <==
# implementation run metrics
place:
  post-dp-hpwl_mm: 3.521
  dpl_cell_area_sq_um: 3034
  gp_congestion: 0.8860
  io_buffers: 4
logic_synthesis:
  synth_cell_types: 67
  synth-cells-yosys: 285
  synth-async-reset-ratio_pct: 72.22
  synth_seq_share_pct: 48.35
  synth-edff-count: 15
  syn_area_per_cell_sq_um: 10.37
  synth_cells: 285
  yosys_area_sq_um: 2955
  synth_warnings: 6
  ys.flops: 54
  ff_type: "dfrtp_1"
  netlist_area_sq_um: 2955
clock_tree:
  cts_hold_buf: 0
  post-cts-setup-buffers: 0
  clk_path_buf_depth: 2
  post_cts_resize_count: 0
  cts_buffers: 3
  root_buffer: "clkbuf_8"
  htree_levels: 1
timing:
  unclocked_regs: 37
  untimed_endpoints: 55
run_status:
  error_line: "[error] [KeplerFormal.cpp:679] Workflow failed: Iso has multiple drivers: .io3WIRE_SDAT0, io3WIRE_SDAT$_DFFE_NN0P_.Q0"
  status: "did not finish"
  haltStage: "clock tree synthesis (4_1_cts)"
floorplanning:
  die-width_um: 87.96
  rows: 30
  fp.dieH_um: 87.96
  ios: 6
  initCoreUtil_pct: 42.33
[stage by stage]
step	hold slack (ns)	cells	setup WS [ns]	utilization [%]
after detailed placement	0.4438	373	0.5970	43.46
after floorplan	0.1644	288	0.9207	-
after global placement	0.4398	373	0.6224	43.46
[cells in the mapped netlist, drive strengths merged (5+ instances only)]
cell | n | share of area [%]
nand2b | 5 | 1.1
mux2 | 6 | 2.4
a21oi | 12 | 2.2
ha | 8 | 3.4
nor2 | 29 | 5.9
and3 | 5 | 1.2
nand2 | 29 | 3.7
nor3 | 8 | 1.5
buf | 13 | 3.1
a31oi | 5 | 1.1
edfxtp | 15 | 15
dfrtp | 29 | 25
inv | 14 | 1.8
xor2 | 5 | 1.5
clkbuf | 5 | 0.64
nor2b | 6 | 1.5
nand3 | 13 | 2.2
o21ai | 11 | 1.9
xnor2 | 10 | 3.0
dfrtn | 8 | 6.8
[logic make-up after synthesis]
kind of cell             count (synthesis)  synth area share (%)
AND-OR/OR-AND                           50                 11.39
multiplexers                             8                 3.514
buffers and inverters                   32                 5.504
AND/OR/NAND/NOR                        117                 23.29
XOR/XNOR                                15                 4.445
other                                    1                0.1269
adder cells (fa/ha/maj)                  8                 3.387
flip-flops                              54                 48.35
